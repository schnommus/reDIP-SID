==> /design/flow/run.sh <==
#!/bin/bash
# OpenROAD 26Q1-2900-gdf79404cd8, Yosys 0.63+post, stock flow scripts
make -C /OpenROAD-flow-scripts/flow DESIGN_CONFIG=/design/flow/config.mk WORK_HOME=/design/flow/orfs finish
==> /design/flow/config.mk <==
export PLATFORM = sky130hd
export DESIGN_NAME = sid_control
export DESIGN_NICKNAME = sid_control
export VERILOG_FILES = /design/flow/design.v
export SDC_FILE = /design/flow/constraint.sdc
export NUM_CORES = 4
export LEC_CHECK = 1
export CORE_UTILIZATION = 40
==> /design/flow/constraint.sdc <==
current_design sid_control

set clk_period 45.1
set clk_io_pct 0.2

create_clock -name clk0 -period $clk_period [get_ports {clk}]

set non_clock_inputs [all_inputs -no_clocks]
set_input_delay [expr $clk_period * $clk_io_pct] -clock clk0 $non_clock_inputs
set_output_delay [expr $clk_period * $clk_io_pct] -clock clk0 [all_outputs]
==> /design/flow/design.v <==
`default_nettype none
package sid;
    typedef logic [23:0] reg24_t;   
    typedef logic [22:0] reg23_t;   
    typedef logic [14:0] reg15_t;   
    typedef logic [11:0] reg12_t;   
    typedef logic [10:0] reg11_t;   
    typedef logic  [9:0] reg10_t;   
    typedef logic  [8:0] reg9_t;    
    typedef logic  [7:0] reg8_t;    
    typedef logic  [6:0] reg7_t;    
    typedef logic  [4:0] reg5_t;    
    typedef logic  [3:0] reg4_t;    
    typedef logic signed [31:0] s32_t;
    typedef logic signed [23:0] s24_t;
    typedef logic signed [21:0] s22_t;   
    typedef logic signed [19:0] s20_t;   
    typedef logic signed [16:0] s17_t;   
    typedef logic signed [15:0] s16_t;
    typedef logic signed [12:0] s13_t;   
    typedef logic signed [11:0] s12_t;   
    typedef logic signed [10:0] s11_t;   
    typedef struct packed {
        s24_t left;
        s24_t right;
    } audio_t;
    typedef logic [4:0] cycle_t;
    typedef enum logic [0:0] {
        MOS6581,
        MOS8580
    } model_e;
    typedef enum {
        D420_BIT,
        D500_BIT,
        DE00_BIT
    } addr_bit_e;
    typedef enum logic [2:0] {
        D400 = 0,
        D420 = 1 << D420_BIT,
        D500 = 1 << D500_BIT,
        DE00 = 1 << DE00_BIT
    } addr_e;
    typedef logic [2:0] addr_t;
    typedef struct packed {
        model_e model;
        addr_t  addr;   
        reg9_t  fc_base;
        s11_t   fc_offset;
    } cfg_t;
    typedef struct packed {
        reg5_t addr;
        reg8_t data;
        logic  phi2;
        logic  r_w_n;
        logic  res;
    } bus_i_t;
    typedef struct packed {
        logic cs_n;
        logic cs_io1_n;
        logic a8;
        logic a5;
    } cs_t;
    typedef struct packed {
        logic [1:0] charged;
    } pot_i_t;
    typedef struct packed {
        logic       discharge;
    } pot_o_t;
    typedef struct packed {
        reg8_t freq_lo;
        reg8_t freq_hi;
        reg8_t pw_lo;
        reg8_t pw_hi;
    } freq_pw_t;
    typedef struct packed {
        logic noise;
        logic pulse;
        logic sawtooth;
        logic triangle;
        logic test;
        logic ring_mod;
        logic sync;
    } control_t;
    typedef struct packed {
        freq_pw_t freq_pw;
        control_t control;
    } waveform_reg_t;
    typedef struct packed {
        logic  gate;
        reg4_t attack;
        reg4_t decay;
        reg4_t sustain;
        reg4_t release_;   
    } envelope_reg_t;
    typedef struct packed {
        waveform_reg_t waveform;
        envelope_reg_t envelope;
    } voice_reg_t;
    typedef struct packed {
        reg8_t fc_lo;
        reg8_t fc_hi;
        reg4_t res;
        reg4_t filt;
        reg4_t mode;
        reg4_t vol;
    } filter_reg_t;
    typedef struct packed {
        logic [0:1][7:0] xy;
    } pot_reg_t;
    typedef struct packed {
        pot_reg_t pot;
        reg8_t    osc3;
        reg8_t    env3;
    } misc_reg_t;
endpackage
`default_nettype none
module sid_control #(
    localparam DBUS_VALUE_TTL_MOS6581 = 10'd7,
    localparam DBUS_VALUE_TTL_MOS8580 = 10'd664
)(
    input  logic               clk,
    input  logic               tick_ms,
    input  sid::cycle_t        voice_cycle,
    input  sid::cycle_t        filter_cycle,
    input  sid::bus_i_t        bus_i,
    input  logic [1:0]         cs,
    input  logic [1:0]         model,
    output sid::freq_pw_t      freq_pw_1,
    output logic [2:0]         test,
    output logic [2:0]         sync,
    output sid::control_t      control_4,
    output sid::envelope_reg_t ereg_5,
    output sid::filter_reg_t   freg_1,
    input  sid::misc_reg_t     mreg,
    output sid::reg8_t         data_o
);
    typedef union packed {
        logic [0:6][7:0] bytes;
        sid::voice_reg_t regs;
    } voice_ctrl_t;
    typedef union packed {
        logic [0:3][7:0] bytes;
        sid::filter_reg_t regs;
    } filter_ctrl_t;
    typedef union packed {
        logic [0:3][7:0] bytes;
        sid::misc_reg_t  regs;
    } misc_ctrl_t;
    (* nowrshmsk *)
    voice_ctrl_t  v5 = '0, v4 = '0, v3 = '0, v2 = '0, v1 = '0, v0 = '0;
    (* nowrshmsk *)
    filter_ctrl_t f1 = '0, f0 = '0;
    misc_ctrl_t   m;
    typedef struct packed {
        logic [1:0][7:0] value;
        logic [1:0][9:0] age;
    } dbus_t;
    (* nowrshmsk *)
    dbus_t dbus = '0;
    logic signed [4:0] vaddr_offset = 0;
    always_ff @(posedge clk) begin
        if (voice_cycle == 3 || voice_cycle == 6) begin
            vaddr_offset <= 0;
        end else if (voice_cycle >= 1 && voice_cycle <= 2 ||
                     voice_cycle >= 4 && voice_cycle <= 5)
        begin
            vaddr_offset <= vaddr_offset - 7;
        end
    end
    logic cycle_cs;
    logic signed [5:0] vaddr;
    logic signed [5:0] faddr;
    logic signed [5:0] maddr;
    logic r;
    logic w;
    sid::reg8_t r_value;
    always_comb begin
        freq_pw_1 = v0.regs.waveform.freq_pw;
        control_4 = v3.regs.waveform.control;
        ereg_5    = v4.regs.envelope;
        test      = { v2.regs.waveform.control.test, v1.regs.waveform.control.test, v0.regs.waveform.control.test };
        sync      = { v2.regs.waveform.control.sync, v1.regs.waveform.control.sync, v0.regs.waveform.control.sync };
        freg_1    = f1.regs;   
        m.regs    = mreg;
        cycle_cs = cs[voice_cycle[2]];
        vaddr = signed'(6'(bus_i.addr)) + 6'(vaddr_offset);
        faddr = signed'(6'(bus_i.addr)) - 'sh15;
        maddr = signed'(6'(bus_i.addr)) - 'sh19;
        r =  bus_i.phi2 &  bus_i.r_w_n && maddr >= 0 && maddr <= 3;
        w = ~bus_i.phi2 & ~bus_i.r_w_n && voice_cycle >= 1 && voice_cycle <= 6;
        r_value  = m.bytes[maddr[2:0]];
        data_o = |cs && r ? r_value : dbus.value[cs == 2'b10];
    end
    for (genvar i = 0; i < 2; i++) begin : sid
        always_ff @(posedge clk) begin
            if (bus_i.res) begin
                dbus.value[i] <= '0;
                dbus.age[i]   <= '0;
            end else if (cs[i] && (r || w)) begin
                dbus.value[i] <= r ? r_value : bus_i.data;
                dbus.age[i]   <= 0;
            end else if (dbus.age[i] == ((model[i] == sid::MOS6581) ?
                                         DBUS_VALUE_TTL_MOS6581 :
                                         DBUS_VALUE_TTL_MOS8580))
            begin
                dbus.value[i] <= 0;
            end else if (voice_cycle == 1) begin
                dbus.age[i]   <= dbus.age[i] + 10'(tick_ms);
            end
        end
    end
    always_ff @(posedge clk) begin
        if (voice_cycle >= 1 && voice_cycle <= 18) begin
            { v5, v4, v3, v2, v1, v0 } <= { v4, v3, v2, v1, v0, v5 };
            if (bus_i.res) begin
                v0.bytes <= '0;
            end else if (cycle_cs && w && vaddr >= 0 && vaddr <= 6) begin
                v0.bytes[vaddr[2:0]] <= bus_i.data;
            end
        end
        if (voice_cycle == 1 || voice_cycle == 4 ||
            filter_cycle == 5 || filter_cycle == 10)
        begin
            { f1, f0 } <= { f0, f1 };
            if (bus_i.res) begin
                f0.bytes <= '0;
            end else if (cycle_cs && w && faddr >= 0 && faddr <= 3) begin
                f0.bytes[faddr[2:0]] <= bus_i.data;
            end
        end
    end
endmodule
==> impl_metrics.ini <==
; implementation run metrics
[drt]
ant_nets = 0
drtIter0Drc = 496
viasPerCell = 4.961
num_antenna_cells = 0
first_pass_iters = 5
routed_wirelength_mm = 32.21
num_vias = 8657
drc = 0
routedWlPerCell_um = 18.46

[critical_path]
critPathBufInv = 3
worstPathMaxFanout = 16
endpoint_kind = output pin
r2r_slack_ns = 42.08
crit_chain = clkdlybuf4s50_1, inv_1, ha_1, xnor2_1, nand3_1, nor2_1, nand3_1, o21ai_0, clkdlybuf4s50_1
cpPeakStageDelay_ns = 0.96
r2r-end = v0[45]
critPathSlowestCell = clkdlybuf4s50_1
arrival_ns = 12.94
setup.worst_path.class = in2out
worstPathRequired_ns = 36.08
path_delay_family = buffers and inverters
r2r_start = vaddr_offset[0]
cp-start-kind = primary input
reg2reg_depth = 7

[placement]
hpwlAfterDp_mm = 19.23
place_congestion = 0.7745
portBuffers = 165
placedInstanceArea_sq_um = 19010

[cells_and_area]
seqCellArea_sq_um = 12830
fillers = 3472
drive_gt1_frac = 0.09867
post-route-cell-area_sq_um = 20540
area_growth_pct = 19.83
logic_area_sq_um = 3676

[timing]
min_period_ns = 21.96
maxSlewHeadroom = 0.4116
setup-tns-final_ns = 0
finalClockPeriodUsage = 0.4868
worst_slew_pin_slew_ns = 0.8794
setup_viol_count_final = 0
rsz0062_at_grt = false
drv_slew = 0
timing.fmax_mhz = 45.54
clock-skew-final_ns = 0.009163
final_hold_viol_count = 0

[logic_synthesis]
yosys-stat-cells = 1038
syn_avg_cell_area_sq_um = 16.52
top_cells_by_count = edfxtp_1 (400), nand2b_1 (103), mux2i_1 (97), buf_4 (62), nand3_1 (43)
synth.area.top_cells = edfxtp_1 (70%), mux2i_1 (5.7%), dfxtp_1 (4.8%), nand2b_1 (3.8%), buf_4 (2.7%)
async_reset_ff_frac = 0
numSynthFlops = 441
ys_seq_frac = 0.7486
ys_types = 58
synth_warnings = 1
syn-cell-area_sq_um = 17140
ys_chip_area_sq_um = 17140
synth_top_area_share = 0.7007
ff_type = edfxtp_1
edf_count = 400
yosysTopAreaCell = edfxtp_1
synthCells = 1038
synth_top_cell_by_count = edfxtp_1

[job]
warning_count = 31
maxCapViolCount = 0

[cts]
clock_sinks = 441
cts_max_level = 2
ctsResizeCount = 0
post-cts-setup-buffers = 0
tritoncts = yes
hold_buffers = 0
clk_pin_slew_ns = 0.06
cts-buffers-inserted = 46
cts_root_buffer = clkbuf_16
clockBufferDepth = 3
clock.latency.late_pin_ns = 0.54

[floorplan]
io_pins = 166
dieHeight_um = 209.0
coreArea_sq_um = 42130
num_rows = 75
die_w_um = 209.0
dieArea_sq_um = 43690
initial_core_util = 0.4069

[min_path]
hold_end = v5[48]
whs_path_depth = 0
hold_path_class = reg2reg
hold_start = v4[48]

[global_routing]
overflow = 0
antenna_found_initial = 0
grt_max_degree = 149
grt_pass1_vias = 8618
grt_usage = 0.1630
grt_pass1_wl_mm = 50.02

[pwr]
power_density_nw_per_um2 = 46.61
ir_drop_mv = 0.03167
leakage_nw = 7.528

[outcome]
outcome = complete, no violations
stage by stage:
stage | util | power, W | hold slack (ns) | instances | setup slack, ns
floorplan | - | 0.0005663 | 0.4003 | 1038 | 18.26
detailed placement | 0.4511 | 0.0005841 | 0.4045 | 1660 | 23.13
global route | 0.4875 | 0.0009974 | 0.4135 | 1745 | 22.69
global placement | 0.4511 | 0.0005824 | 0.4001 | 1660 | 23.22
finish | 0.4875 | 0.0009575 | 0.4123 | 1745 | 23.14
CTS | 0.4875 | 0.0009713 | 0.4029 | 1745 | 23.13
layer usage:
metal / GRT usage / share of wire
met1: 0.2661 / 0.44
met2: 0.2236 / 0.44
met3: 0.06647 / 0.094
met4: 0.03727 / 0.025
met5: 0 / 0
layout by cell type, fill, tap and decap left out, drive strengths merged, types with 3 or more instances in the layout:
cell | netlist | final
o31ai | 3 | 3
mux4 | 8 | 8
nand2 | 31 | 31
nor4b | 5 | 5
or3 | 5 | 5
edfxtp | 400 | 400
bufinv | 0 | 7
dfxtp | 41 | 41
a21oi | 33 | 33
buf | 75 | 19
and3 | 8 | 8
ha | 15 | 15
clkdlybuf4s50 | 0 | 164
o21ai | 25 | 25
xnor2 | 6 | 6
nor3b | 5 | 5
and4 | 5 | 5
clkinv | 0 | 13
and2 | 5 | 5
nand4 | 12 | 12
nand2b | 103 | 103
a211o | 3 | 3
nor2 | 22 | 22
nor3 | 4 | 4
xor2 | 8 | 8
inv | 8 | 10
mux2i | 97 | 97
clkbuf | 25 | 61
nor4bb | 3 | 3
mux2 | 8 | 8
nand3 | 43 | 43
kinds of logic after synthesis:
family | count (synthesis) | share of synthesized area
DFF | 441 | 0.7486
xor gates and xnor gates | 14 | 0.007153
muxes | 113 | 0.07240
adders and majority gates | 16 | 0.01212
and+or+nand+nor | 265 | 0.09226
AOI/OAI and AO/OA | 81 | 0.02905
buffers and inverters | 108 | 0.03846
state kept, by name, indices dropped and copies added (netlist names):
register      count
dbus             36
f0               32
v3               56
vaddr_offset      5
v0               56
v2               56
f1               32
v1               56
v4               56
v5               56
where the power goes:
group / switching [W] / internal (W)
Clock: 0.000150 / 0.000232
Combinational: 0.0000403 / 0.0000339
Sequential: 0.0000128 / 0.000488
Total: 0.000203 / 0.000755
area by class of cell:
class	count	area share
multi-input cells	489	0.1790
well taps	539	0.03283
clock inverters	24	0.01492
flip-flops and latches	441	0.6247
inverters	8	0.001462
clock buffers	61	0.05981
repair buffers	183	0.08734
worst max path at each step:
| stage | from | to | cells after the start |
|---|---|---|---|
| CTS | bus_i[11] | data_o[5] | 9 |
| global route | bus_i[11] | data_o[5] | 9 |
| finish | bus_i[11] | data_o[5] | 9 |
Power and IR drop assume default switching activity.
