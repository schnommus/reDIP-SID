--- flow/config.mk ---
export PLATFORM = sky130hd
export DESIGN_NAME = sid_envelope
export DESIGN_NICKNAME = sid_envelope
export VERILOG_FILES = /design/flow/design.v
export SDC_FILE = /design/flow/constraint.sdc
export NUM_CORES = 4
export LEC_CHECK = 1
export CORE_UTILIZATION = 50
--- flow/design.v ---
`default_nettype none
package sid;
    typedef logic [23:0] reg24_t;   
    typedef logic [22:0] reg23_t;   
    typedef logic [14:0] reg15_t;   
    typedef logic [11:0] reg12_t;   
    typedef logic [10:0] reg11_t;   
    typedef logic  [9:0] reg10_t;   
    typedef logic  [8:0] reg9_t;    
    typedef logic  [7:0] reg8_t;    
    typedef logic  [6:0] reg7_t;    
    typedef logic  [4:0] reg5_t;    
    typedef logic  [3:0] reg4_t;    
    typedef logic signed [31:0] s32_t;
    typedef logic signed [23:0] s24_t;
    typedef logic signed [21:0] s22_t;   
    typedef logic signed [19:0] s20_t;   
    typedef logic signed [16:0] s17_t;   
    typedef logic signed [15:0] s16_t;
    typedef logic signed [12:0] s13_t;   
    typedef logic signed [11:0] s12_t;   
    typedef logic signed [10:0] s11_t;   
    typedef struct packed {
        s24_t left;
        s24_t right;
    } audio_t;
    typedef logic [4:0] cycle_t;
    typedef enum logic [0:0] {
        MOS6581,
        MOS8580
    } model_e;
    typedef enum {
        D420_BIT,
        D500_BIT,
        DE00_BIT
    } addr_bit_e;
    typedef enum logic [2:0] {
        D400 = 0,
        D420 = 1 << D420_BIT,
        D500 = 1 << D500_BIT,
        DE00 = 1 << DE00_BIT
    } addr_e;
    typedef logic [2:0] addr_t;
    typedef struct packed {
        model_e model;
        addr_t  addr;   
        reg9_t  fc_base;
        s11_t   fc_offset;
    } cfg_t;
    typedef struct packed {
        reg5_t addr;
        reg8_t data;
        logic  phi2;
        logic  r_w_n;
        logic  res;
    } bus_i_t;
    typedef struct packed {
        logic cs_n;
        logic cs_io1_n;
        logic a8;
        logic a5;
    } cs_t;
    typedef struct packed {
        logic [1:0] charged;
    } pot_i_t;
    typedef struct packed {
        logic       discharge;
    } pot_o_t;
    typedef struct packed {
        reg8_t freq_lo;
        reg8_t freq_hi;
        reg8_t pw_lo;
        reg8_t pw_hi;
    } freq_pw_t;
    typedef struct packed {
        logic noise;
        logic pulse;
        logic sawtooth;
        logic triangle;
        logic test;
        logic ring_mod;
        logic sync;
    } control_t;
    typedef struct packed {
        freq_pw_t freq_pw;
        control_t control;
    } waveform_reg_t;
    typedef struct packed {
        logic  gate;
        reg4_t attack;
        reg4_t decay;
        reg4_t sustain;
        reg4_t release_;   
    } envelope_reg_t;
    typedef struct packed {
        waveform_reg_t waveform;
        envelope_reg_t envelope;
    } voice_reg_t;
    typedef struct packed {
        reg8_t fc_lo;
        reg8_t fc_hi;
        reg4_t res;
        reg4_t filt;
        reg4_t mode;
        reg4_t vol;
    } filter_reg_t;
    typedef struct packed {
        logic [0:1][7:0] xy;
    } pot_reg_t;
    typedef struct packed {
        pot_reg_t pot;
        reg8_t    osc3;
        reg8_t    env3;
    } misc_reg_t;
endpackage
`default_nettype none
module sid_envelope #(
    localparam INIT_ENV = 0,
    localparam ENV_INIT = INIT_ENV ? { 4{2'b10} } : 'hFF
)(
    input  logic               clk,
    input  sid::cycle_t        cycle,
    input  logic               res,
    input  sid::envelope_reg_t ereg_5,
    output sid::reg8_t         env
);
    logic primed = 0;
    typedef struct packed {
        sid::reg8_t  env_cnt;
        logic        prev_FF;
        logic        prev_00;
        logic        prev_gate;
        logic        attack;
        logic        sustain;
        sid::reg4_t  adr;
        logic        env_cnt_en;
        logic        env_cnt_up;
        logic        prev_env_cnt_up;
        logic        env_cnt_inv;
        sid::reg15_t rate_cnt;
        logic        prev_rate_cnt_res;
        sid::reg5_t  exp_seg;
        sid::reg5_t  exp_cnt;
        logic        prev_exp_cnt_res;
    } envelope_t;
    envelope_t e5 = '0, e4 = '0, e3 = '0, e2 = '0, e1 = '0, e0 = '0;
    logic        rise_gate;
    logic        rise_FF;
    logic        rise_00;
    sid::reg7_t  exp_step;
    logic        rate_cnt_res;
    logic        exp_cnt_res;
    always_comb begin
        env = e5.env_cnt ^ { 8{~e5.prev_env_cnt_up ^ ~primed} };
        exp_step = {
            env == 8'h00,
            env == 8'h06,
            env == 8'h0E,
            env == 8'h1A,
            env == 8'h36,
            env == 8'h5D,
            env == 8'hFF
        };
        rise_gate = ~e5.prev_gate & ereg_5.gate;
        rise_FF   = ~e5.prev_FF & exp_step[0];
        rise_00   = ~e5.prev_00 & exp_step[6];
        rate_cnt_res =
                      (e5.adr == 'h0 && e5.rate_cnt == 'h7f00) ||
                      (e5.adr == 'h1 && e5.rate_cnt == 'h0006) ||
                      (e5.adr == 'h2 && e5.rate_cnt == 'h003c) ||
                      (e5.adr == 'h3 && e5.rate_cnt == 'h0330) ||
                      (e5.adr == 'h4 && e5.rate_cnt == 'h20c0) ||
                      (e5.adr == 'h5 && e5.rate_cnt == 'h6755) ||
                      (e5.adr == 'h6 && e5.rate_cnt == 'h3800) ||
                      (e5.adr == 'h7 && e5.rate_cnt == 'h500e) ||
                      (e5.adr == 'h8 && e5.rate_cnt == 'h1212) ||
                      (e5.adr == 'h9 && e5.rate_cnt == 'h0222) ||
                      (e5.adr == 'hA && e5.rate_cnt == 'h1848) ||
                      (e5.adr == 'hB && e5.rate_cnt == 'h59b8) ||
                      (e5.adr == 'hC && e5.rate_cnt == 'h3840) ||
                      (e5.adr == 'hD && e5.rate_cnt == 'h77e2) ||
                      (e5.adr == 'hE && e5.rate_cnt == 'h7625) ||
                      (e5.adr == 'hF && e5.rate_cnt == 'h0a93) ||
                      res;
        exp_cnt_res =
                     (e5.exp_seg[0] && e5.exp_cnt == 'h1c) ||
                     (e5.exp_seg[1] && e5.exp_cnt == 'h11) ||
                     (e5.exp_seg[2] && e5.exp_cnt == 'h1b) ||
                     (e5.exp_seg[3] && e5.exp_cnt == 'h08) ||
                     (e5.exp_seg[4] && e5.exp_cnt == 'h0f) ||
                     (e5.prev_rate_cnt_res && (e5.env_cnt_up || e5.exp_seg == '0)) ||
                     res;
    end
    always_ff @(posedge clk) begin
        if (cycle >= 6 && cycle <= 11) begin
            { e5, e4, e3, e2, e1, e0 } <= { e4, e3, e2, e1, e0, e5 };
            e0.prev_gate <= ereg_5.gate;
            e0.prev_FF   <= exp_step[0];
            e0.prev_00   <= exp_step[6];
            if (rise_gate | res) begin
                e0.env_cnt_en <= 1;
            end else if (rise_00) begin
                e0.env_cnt_en <= 0;
            end
            if (rise_FF | ~ereg_5.gate) begin
                e0.attack <= 0;
            end else if (rise_gate) begin
                e0.attack <= 1;
            end
            e0.env_cnt_up       <= e5.attack;
            e0.prev_env_cnt_up  <= e5.env_cnt_up;
            e0.env_cnt_inv <= e5.env_cnt_up ^ e5.attack;
            e0.sustain <= (env == { ereg_5.sustain, ereg_5.sustain }) & ereg_5.gate & ~e5.attack;
            e0.env_cnt <= primed ?
                          (e5.env_cnt ^ { 8{e5.env_cnt_inv} }) + { 7'b0, e5.env_cnt_en & e5.prev_exp_cnt_res & ~e5.sustain } :
                          ENV_INIT;
            if (rate_cnt_res || !primed) begin
                e0.rate_cnt <= '1;
            end else begin
                e0.rate_cnt <= { e5.rate_cnt[13:0], e5.rate_cnt[14] ^ e5.rate_cnt[13] };
            end
            if (exp_cnt_res || !primed) begin
                e0.exp_cnt <= '1;
            end else if (e5.prev_rate_cnt_res) begin
                e0.exp_cnt <= { e5.exp_cnt[3:0], e5.exp_cnt[4] ^ e5.exp_cnt[2] };
            end
            e0.prev_rate_cnt_res <= rate_cnt_res;
            e0.prev_exp_cnt_res  <= exp_cnt_res;
            for (int i = 0; i < $bits(e0.exp_seg); i++) begin : seg
                if (exp_step[i] | exp_step[i + 2] | res) begin
                    e0.exp_seg[i] <= 0;
                end else if (exp_step[i + 1]) begin
                    e0.exp_seg[i] <= 1;
                end
            end
            unique casez ({ ereg_5.gate, e5.attack })
              2'b?1: e0.adr <= ereg_5.attack;
              2'b10: e0.adr <= ereg_5.decay;
              2'b00: e0.adr <= ereg_5.release_;
            endcase
        end
    end
    always_ff @(posedge clk) begin
        if (cycle == 11 && !primed) begin
            primed <= 1;
        end
    end
endmodule
--- flow/constraint.sdc ---
current_design sid_envelope

set clk_period 55.8
set clk_io_pct 0.2

create_clock -name clk0 -period $clk_period [get_ports {clk}]

set non_clock_inputs [all_inputs -no_clocks]
set_input_delay [expr $clk_period * $clk_io_pct] -clock clk0 $non_clock_inputs
set_output_delay [expr $clk_period * $clk_io_pct] -clock clk0 [all_outputs]
--- flow/run.sh ---
#!/bin/bash
# OpenROAD 26Q1-2900-gdf79404cd8, Yosys 0.63+post, stock flow scripts
make -C /OpenROAD-flow-scripts/flow DESIGN_CONFIG=/design/flow/config.mk WORK_HOME=/design/flow/orfs finish
==> reports/results.txt <==
top cells by count - edfxtp_1 (289), nand3_1 (24), nor2_1 (22)
largest net degree at the start of global routing - 149
Critical Path Source - primed
post_cts resized - 0
yosys cell count - 606
Ports - 32
met3 wire len - 1506 um
tally of unique sky130hd cells used after synthesis - 56
vias in the first global route - 5049
DIE AREA - 22020 um2
slew margin rel. - 0.4447
Crit path largest cell delay - 820 ps
clk ins delay skew pair - 540 ps
most used cell, CP - xnor2_1
Synth top area share - 0.8101
M1 WL - 7712 um
DR WL/cell - 17.40 um
# Post-CTS Setup Buffers - 0
Post-synth seq share - 0.8101
top cell type by total area after synthesis - edfxtp_1
GR Util All Layers - 0.1750
slowest library cell on the worst path - edfxtp_1
top cells, area - edfxtp_1 (81%), nand4b_1 (1.5%), mux2i_1 (1.4%), xnor2_1 (1.1%), nand3_1 (1.1%)
final hold vios - 0
number of H-tree levels - 1
Max Clk Rate - 72.80 MHz
Final Util - 0.5851
Site Rows - 53
Worst-path clk slew - 60 ps
fillers - 1527
Final setup viols - 0
Pleak - 0.003849 uW
starting DRC count in detailed routing - 504
die width - 148.4 um
Vias/cell - 5.494
count of warnings emitted by yosys - 1
post-DP HPWL - 9250 um
Top Metal Used - met4
final WL - 16480 um
CP Data Arrival Time - 2580 ps
number of port buffers - 31
fraction of registers with async set/reset - 0
logic area - 1884 um2
Hold Path Class - flip-flop to flip-flop
Yosys chip area - 10710 um2
DR DRC count - 0
maximum VDD drop - 32.01 uV
Post-synth regs - 289
CP endpoint kind - output pin
global-route wire length before repair - 26680 um
main flop type - edfxtp_1
Area growth, synth to finish - 14.82%
Avg Synthesized Cell Area - 17.68 um2
worst-path cell chain - xnor2_1, buf_4, xnor2_1, clkdlybuf4s50_1
CTS max path bufs - 3
kind of critical path - flip-flop to output pin
Tcrit/Tclk final - 0.2462
register area - 8678 um2
chip height - 148.4 um
initial core utilization - 0.5096
type of origin of the critical path - flip-flop
Core Region - 21020 um2
Slew Viols, Final - 0
Remaining Overflow, GRT - 0
Vias - 5203
DRT antenna net count - 0
Hold Buf Count CTS - 0
Max FO, Critical Path - 17
number of max-cap violations - 0
count leader, synth - edfxtp_1
total chip power - 453.3 uW
Req. time, crit path - 44640 ps
status - finished clean
drt first pass iters - 5
RSZ-0062 raised after global routing - no
Hold Startpoint - e3[35]
Fin Setup TNS - 0 ps
worst slack at placement - 42150 ps
layout cells sized above 1 - 0.09970
diode count - 0
Clk Tree Root Cell - clkbuf_16
antenna violations before repair - 0
clock tree from TritonCTS - built
Layout Skew - 10.91 ps
RR Startpoint - primed
Num CTS Buffers - 30
GPL Wtd Cong - 0.9066
Post-Syn Instances - 606
min Tclk post-route - 13740 ps
CTS sink count - 289
Setup WS post-layout - 42060 ps
Slew @ Worst Pin - 821.4 ps
OpenROAD warning count - 29
Mapped Area - 10710 um2
Post-synth EDFFs - 289
met2 wire len - 6750 um
pwr/cell area - 36.85 nW/um2
[worst max-delay path, delay by kind of cell, from the launching register on]
kind	cells	cell delay [ps]
xor+xnor	2	460
flops	1	820
buf+inv	2	750
[registers in the layout, summed over array words and instances, names as in the netlist]
register  count
e0           48
e1           48
e2           48
e3           48
e4           48
e5           48
primed        1
[final cells by class]
| class | count | share of cell area |
|---|---|---|
| flip-flops and latches | 289 | 0.7055 |
| clock buffers | 34 | 0.06398 |
| repair buffers | 39 | 0.03214 |
| inverters | 9 | 0.002746 |
| multi-input cells | 279 | 0.1532 |
| well taps | 275 | 0.02797 |
| clock inverters | 22 | 0.01444 |
[layout by cell type, fill, tap and decap left out, drive strengths merged, types with 3 or more instances in the layout]
master	netlist	layout
xor2	6	6
and4	3	3
nand3b	3	3
nor3	19	19
and4b	4	4
o21ai	12	12
nand2b	12	12
or2	4	4
a31oi	3	3
nor4bb	3	3
clkinvlp	0	5
or3	4	4
nor4	12	12
nand4	15	15
edfxtp	289	289
nand3	24	24
nor4b	9	9
inv	9	11
nor2	22	22
mux2i	15	15
clkdlybuf4s50	0	31
buf	9	8
and3	4	4
nor2b	11	11
a21oi	9	9
or4	5	5
nand2	21	21
xnor2	14	14
nand4b	18	18
clkinv	0	13
clkbuf	20	34
[logic make-up after synthesis]
group                      Yosys count  synth area share
xor gates and xnor gates            20           0.01635
buffers and inverters               38           0.01565
DFF                                289            0.8101
other                                1         0.0003500
AOI/OAI and AO/OA                   40           0.02558
adders and majority gates            2          0.002336
muxes                               15           0.01402
and+or+nand+nor                    201            0.1156
[per-stage QoR]
stage,cell area [um2],hold slack (ps),instances
2_1_floorplan,10710,400.3,606
3_3_place_gp,11340,400.1,891
3_5_place_dp,11340,404.5,891
4_1_cts,12300,414.7,947
5_1_grt,12300,415.2,947
6_report,12300,410.3,947
[worst paths after layout]
path | cells past startpoint | slack (ps) | end
hold reg to reg | 0 | 410 | e4[35]
setup / recovery | 4 | 42060 | env[2]
setup reg to reg | 6 | 53130 | e0[30]
hold / removal | 0 | 410 | e4[35]
[layer usage]
metal  up-vias  global-route usage
met5         -                   0
met4         0             0.04948
met3        37             0.07512
met2       178              0.2080
met1      2505              0.3450
li1       2483                   -
[power breakdown]
part | internal, uW | leakage [uW] | switching (uW)
logic | 5.26 | 0.000743 | 7.51
clock network | 111 | 0.000460 | 78.1
registers | 247 | 0.00265 | 4.20
Power figures rest on the tool's default switching activity, not on a simulated workload.
